--- /design/flow/design.v ---
`timescale 1ns/1ps
`default_nettype none
module top #(
  parameter integer CLK_FREQ_HZ            = 25_000_000,
  parameter         BUTTONS_ACTIVE_LOW      = 1,   
  parameter         TESTMODE_ACTIVE_LOW     = 0,   
  parameter         LED_ENABLE_ACTIVE_LOW    = 0,   
  parameter integer DEBOUNCE_TIME_MS               = 5,
  parameter integer RUN_TIME_NORMAL_S         = 30,
  parameter integer RUN_TIME_TEST_S           = 3,
  parameter integer DIV_TIMER_TOGGLE       = CLK_FREQ_HZ/2,  
  parameter integer DIV_LED_TOGGLE      = CLK_FREQ_HZ/2,  
  parameter integer DIV_HEARTBEAT_TOGGLE       = CLK_FREQ_HZ/4   
)(
  input  wire clk,
  input  wire I1, I2, I3, I4, I5,
  output reg  led,
  output reg  O1, O2, O3, O4, O5
);
  wire start_in = BUTTONS_ACTIVE_LOW   ? ~I1 : I1;
  wire stop_in  = BUTTONS_ACTIVE_LOW   ? ~I2 : I2;
  wire rst_in   = BUTTONS_ACTIVE_LOW   ? ~I3 : I3;
  wire test_in  = TESTMODE_ACTIVE_LOW  ? ~I4 : I4;    
  wire leden_in = LED_ENABLE_ACTIVE_LOW ? ~I5 : I5;    
  reg start_s0, start_s1, stop_s0, stop_s1, rst_s0, rst_s1, test_s0, test_s1, leden_s0, leden_s1;
  always @(posedge clk) begin
    start_s0 <= start_in;  start_s1 <= start_s0;
    stop_s0  <= stop_in;   stop_s1  <= stop_s0;
    rst_s0   <= rst_in;    rst_s1   <= rst_s0;
    test_s0  <= test_in;   test_s1  <= test_s0;
    leden_s0 <= leden_in;  leden_s1 <= leden_s0;
  end
  wire start_lvl = start_s1;
  wire stop_lvl  = stop_s1;
  wire rst_lvl   = rst_s1;
  wire test_lvl  = test_s1;      
  wire leden_lvl = leden_s1;     
  function integer DB_MAX; DB_MAX = (CLK_FREQ_HZ/1000)*DEBOUNCE_TIME_MS; endfunction
  localparam integer DBW = ( ( (CLK_FREQ_HZ/1000)*DEBOUNCE_TIME_MS ) <= 1 ) ? 1 : $clog2( (CLK_FREQ_HZ/1000)*DEBOUNCE_TIME_MS );
  reg [DBW-1:0] db_cnt_st, db_cnt_sp, db_cnt_rs;
  reg start_state, stop_state, rst_state;
  always @(posedge clk) begin
    if (start_lvl == start_state) db_cnt_st <= {DBW{1'b0}};
    else if (db_cnt_st == DB_MAX()-1) begin
      start_state <= start_lvl;
      db_cnt_st   <= {DBW{1'b0}};
    end else db_cnt_st <= db_cnt_st + 1'b1;
  end
  always @(posedge clk) begin
    if (stop_lvl == stop_state) db_cnt_sp <= {DBW{1'b0}};
    else if (db_cnt_sp == DB_MAX()-1) begin
      stop_state <= stop_lvl;
      db_cnt_sp  <= {DBW{1'b0}};
    end else db_cnt_sp <= db_cnt_sp + 1'b1;
  end
  always @(posedge clk) begin
    if (rst_lvl == rst_state) db_cnt_rs <= {DBW{1'b0}};
    else if (db_cnt_rs == DB_MAX()-1) begin
      rst_state <= rst_lvl;
      db_cnt_rs <= {DBW{1'b0}};
    end else db_cnt_rs <= db_cnt_rs + 1'b1;
  end
  reg start_state_d, stop_state_d, rst_state_d;
  always @(posedge clk) begin
    start_state_d <= start_state;
    stop_state_d  <= stop_state;
    rst_state_d   <= rst_state;
  end
  wire start_rise = start_state & ~start_state_d;
  wire stop_rise  = stop_state  & ~stop_state_d;
  wire rst_rise   = rst_state   & ~rst_state_d;
  typedef enum reg [1:0] {IDLE, M1_ON, M2_ON} state_t;
  reg [1:0] st, st_nxt;   
  localparam integer MAX_CYC = RUN_TIME_NORMAL_S*CLK_FREQ_HZ;
  localparam integer TW      = (MAX_CYC <= 1) ? 1 : $clog2(MAX_CYC);
  reg [TW-1:0] tcnt;
  reg          timeup;
  wire [TW-1:0] target_cycles = test_lvl ? (RUN_TIME_TEST_S*CLK_FREQ_HZ) : (RUN_TIME_NORMAL_S*CLK_FREQ_HZ);
  wire          timer_en      = (st==M1_ON) || (st==M2_ON);
  always @(posedge clk) begin
    if (!timer_en) begin
      tcnt   <= {TW{1'b0}};
      timeup <= 1'b0;
    end else begin
      if (tcnt == target_cycles-1) begin
        tcnt   <= {TW{1'b0}};
        timeup <= 1'b1;
      end else begin
        tcnt   <= tcnt + 1'b1;
        timeup <= 1'b0;
      end
    end
  end
  always @* begin
    st_nxt = st;
    case (st)
      IDLE:   if (start_rise) st_nxt = M1_ON;
      M1_ON:  if (rst_rise)   st_nxt = IDLE;
              else if (stop_rise)  st_nxt = IDLE;
              else if (timeup)     st_nxt = M2_ON;
      M2_ON:  if (rst_rise)   st_nxt = IDLE;
              else if (stop_rise)  st_nxt = IDLE;
              else if (timeup)     st_nxt = M1_ON;
      default: st_nxt = IDLE;
    endcase
  end
  always @(posedge clk) begin
    if (rst_rise) st <= IDLE;
    else          st <= st_nxt;
  end
  always @* begin
    case (st)
      IDLE:   begin O1=1'b0; O2=1'b0; O4=1'b0; end
      M1_ON:  begin O1=1'b1; O2=1'b0; O4=1'b1; end
      M2_ON:  begin O1=1'b0; O2=1'b1; O4=1'b1; end
      default:begin O1=1'b0; O2=1'b0; O4=1'b0; end
    endcase
  end
  localparam integer O3W  = (DIV_TIMER_TOGGLE  <= 1) ? 1 : $clog2(DIV_TIMER_TOGGLE );
  localparam integer O5W  = (DIV_HEARTBEAT_TOGGLE  <= 1) ? 1 : $clog2(DIV_HEARTBEAT_TOGGLE );
  localparam integer LEDW = (DIV_LED_TOGGLE <= 1) ? 1 : $clog2(DIV_LED_TOGGLE);
  reg [O3W-1:0]  div_o3;
  reg [O5W-1:0]  div_o5;
  reg [LEDW-1:0] div_led;
  always @(posedge clk) begin
    if (!O4) begin
      div_o3 <= {O3W{1'b0}};
      O3     <= 1'b0;
    end else begin
      if (div_o3 == DIV_TIMER_TOGGLE-1) begin
        div_o3 <= {O3W{1'b0}};
        O3     <= ~O3;
      end else begin
        div_o3 <= div_o3 + 1'b1;
      end
    end
  end
  always @(posedge clk) begin
    if (div_o5 == DIV_HEARTBEAT_TOGGLE-1) begin
      div_o5 <= {O5W{1'b0}};
      O5     <= ~O5;
    end else begin
      div_o5 <= div_o5 + 1'b1;
    end
  end
  always @(posedge clk) begin
    if (!leden_lvl) begin
      div_led <= {LEDW{1'b0}};
      led     <= 1'b0;
    end else begin
      if (div_led == DIV_LED_TOGGLE-1) begin
        div_led <= {LEDW{1'b0}};
        led     <= ~led;
      end else begin
        div_led <= div_led + 1'b1;
      end
    end
  end
endmodule
`default_nettype wire
--- /design/flow/run.sh ---
#!/bin/bash
# OpenROAD 26Q1-2900-gdf79404cd8, Yosys 0.63+post, stock flow scripts
make -C /OpenROAD-flow-scripts/flow DESIGN_CONFIG=/design/flow/config.mk WORK_HOME=/design/flow/orfs finish
--- /design/flow/config.mk ---
export PLATFORM = sky130hd
export DESIGN_NAME = top
export DESIGN_NICKNAME = top
export VERILOG_FILES = /design/flow/design.v
export SDC_FILE = /design/flow/constraint.sdc
export NUM_CORES = 4
export LEC_CHECK = 1
export CORE_UTILIZATION = 50
--- /design/flow/constraint.sdc ---
current_design top

set clk_period 5.9
set clk_io_pct 0.2

create_clock -name clk0 -period $clk_period [get_ports {clk}]

set non_clock_inputs [all_inputs -no_clocks]
set_input_delay [expr $clk_period * $clk_io_pct] -clock clk0 $non_clock_inputs
set_output_delay [expr $clk_period * $clk_io_pct] -clock clk0 [all_outputs]
==> ci_impl_report.md <==
### Metrics collected by this job

| Metric | Value |
|---|---|
| Init Core Util | 52.05% |
| Syn Inst Count | 820 |
| Tot GR Track Use | 17.67% |
| Drt wl/cell | ~12 µm |
| MUX share of area | less than 1% |
| Area leader share | 46.48% |
| Final period util | between 40% and 50% |
| Final setup violation count | 0 |
| Register area | approximately 3500 µm² |
| Antenna diode count | 0 |
| Critical path arrival | 1.38 ns |
| CP Capture Type | primary output |
| Synth unique cells | about 41 |
| Cts repair resizes | 0 |
| Max Freq | between 300 and 400 MHz |
| H-tree depth | 4 |
| Design area | ~8300 µm² |
| Hold endpoint | leden_s1$_DFF_P_ |
| CP Cell Sequence | nor2_1 > inv_1 > clkdlybuf4s50_1 |
| Worst reg2reg path depth | 6 |
| Placer Congestion | 0.8402 |
| Net Sw Frac | 19.35% |
| Hold Path Depth | 0 |
| Placed cells | approximately 1000 |
| Stage-log warning count | 25 |
| DP HPWL | 8.242 mm |
| Post-Route Setup TNS | 0 ns |
| WP buf/inv | 2 |
| Synthesis area per yosys | 7365 µm² |
| Clock Latency Late Sink | about 0.42 ns |
| Status | complete, no violations |
| Avg Cell Area, Syn | between 8 and 9 µm² |
| Max-slew violation count | 0 |
| R2r setup slk | 3.54 ns |
| Biggest area cells | dfxtp_1, xnor2_1, nor2_1 |
| Vias/cell | 5.203 |
| RSZ-0062 raised after global routing | no |
| Post-synth ARST share | 0% |
| Core area | 14150 µm² |
| Drc violations | 0 |
| Pwr Density | 286.0 nW/µm² |
| Complex Gates by Area | about 1.4% |
| Logic area | 3655 µm² |
| Period minus WS final | 2.560 ns |
| WS Path Type | register to primary output |
| Setup crit start kind | register |
| Die ar. | approximately 15000 µm² |
| Top delay family on crit path | buffers and inverters |
| Largest logic family | simple AND/OR/NAND/NOR gates |
| Root Buffer Master | clkbuf_16 |
| Slew margin rel. | 43.54% |
| Share of cells above drive strength 1 | 5.294% |
| Hold_sp | leden_s0$_DFF_P_ |
| Fin cells | between 1000 and 1500 |
| Area leader, netlist | dfxtp_1 |
| Worst path max stage delay | 0.45 ns |
| Slowest stage cell, crit path | clkdlybuf4s50_1 |
| Largest net degree at the start of global routing | 25 |
| Yosys warnings | 1 |
| CTS buffer count | 17 |
| Yosys Instances | 820 |
| Ys flops | 175 |
| Initial antenna violation count | 0 |
| Peak supply drop | approximately 210 µV |
| Combinational Power Share | 1.1% |
| FP Rows | 43 |
| Port bufs | 11 |
| P_leak | around 0.0028 µW |
| Reg2reg end | div_led[17]$_SDFF_PP0_ |
| TritonCTS clock tree | done |
| First-pass GRT wire length | 21.32 mm |
| Die Ht | 123.4 µm |
| Final Hold Violation Tally | 0 |
| # hold bufs at CTS | 0 |
| Clock power frac | 48.0% |
| Slew @ Worst Pin | about 0.85 ns |
| Fill count | 1168 |
| DIE WIDTH | 123.4 µm |
| Post-DRT Antenna Nets | 0 |
| XORs/XNORs by Area | 16.53% |
| Placed Instance Area | 7654 µm² |
| Seq share, synth | 48.11% |
| First-pass iteration count of the detailed router | 4 |
| Post-synth top flop | dfxtp_1 |
| Vias in the first global route | between 4000 and 5000 |
| Clock skew | 0.01084 ns |
| Io pins | 12 |
| Post-CTS setup repair buffer count | 0 |
| Area Growth Syn to Fin | 12.18% |
| Sequential Power Share | between 50% and 60% |
| Vias | 5359 |
| Crit-path max FO | 4 |
| Clock sink count | 175 |
| CTS max path bufs | 2 |
| GR Overflow Total | 0 |
| Basic Gates by Area | 30.26% |
| Post-synth EDFFs | 4 |
| Max-Cap Viols | 0 |
| Internal Power | 1906 µW |
| Switching pwr | 457.2 µW |
| Worst r2r src | div_led[0]$_SDFF_PP0_ |
| Adders+Majority by Area | between 1 and 1.5% |
| Clock transition at path regs | 0.06 ns |
| Initial drt markers | 333 |
| Worst min path class | register to register |
| Cell Area, Synth | 7365 µm² |
| Critical Path RT | 4.72 ns |
| Routed WL | 12.26 mm |
worst max path at each step:
stage                 slack, ns             startpoint                    end  cells past startpoint
after CTS                  3.30          st[2]$_DFF_P_                     O4                      3
after global routing       3.25  div_led[0]$_SDFF_PP0_  div_led[7]$_SDFF_PP0_                      6
final                      3.34          st[2]$_DFF_P_                     O4                      3
placed cells by master (no fill, tap or decap), types with 7 or more instances in the layout:
cell type / netlist / layout
inv_1: 24 / 24
xor2_1: 57 / 57
nor2_1: 170 / 170
nand4_1: 32 / 32
nor3_1: 26 / 26
o21ai_0: 8 / 8
clkbuf_16: 0 / 17
nand3_1: 55 / 55
nor4_1: 20 / 20
and3_1: 23 / 23
nand2_1: 56 / 56
ha_1: 7 / 7
clkdlybuf4s50_1: 0 / 11
and4_1: 13 / 13
dfxtp_1: 171 / 171
xnor2_1: 82 / 82
per-layer routing:
layer / part of all wire [%] / GRT usage [%]
met4: 1.2 / 2.485
met3: 3.4 / 3.531
met1: 52 / 27.19
met5: 0 / 0
met2: 44 / 27.34
layout make-up:
| type | count | share of cell area, % |
|---|---|---|
| Timing Repair Buffer | 15 | 1.696 |
| Inverter | 24 | 1.090 |
| Clock inverter | 10 | 1.620 |
| Sequential cell | 175 | 42.89 |
| Tap cell | 180 | 2.726 |
| Multi-Input combinational cell | 604 | 44.24 |
| Clock buffer | 22 | 5.740 |
state kept, by name (all words and copies together), names as in the netlist, 3 cells and up:
signal and flops:
div_o3 24, div_o5 23, div_led 24, tcnt 30
db_cnt_sp 17, db_cnt_rs 17, st 3, db_cnt_st 17
worst reg2reg max path, stage by stage, from the launching register on:
cell	delay (ns)
dfxtp_1	0.35
ha_1	0.22
and4_1	0.32
nand4b_1	0.14
nor4_1	0.32
nand2b_1	0.72
nor2_1	0.12
synth_stat cells, types with 10 or more instances:
master / number
dfxtp_1: 171
nor2_1: 170
xnor2_1: 82
xor2_1: 57
nand2_1: 56
nand3_1: 55
nand4_1: 32
nor3_1: 26
inv_1: 24
and3_1: 23
nor4_1: 20
and4_1: 13
buf_2: 10
power by group through the flow:
stage	Combinational [µW]	Clock, µW	Sequential (µW)
after CTS	26.2	1170	1200
after global routing	29.4	1220	1200
final	25.6	1130	1200
stage by stage:
stage | util, % | hold WS (ns) | setup slack [ns] | power (µW)
floorplan | - | 0.3096 | 3.968 | 1247
global placement | 54.09 | 0.3117 | 3.630 | 1255
detailed placement | 54.09 | 0.3121 | 3.518 | 1256
CTS | 58.39 | 0.3246 | 3.301 | 2396
global route | 58.39 | 0.3300 | 3.245 | 2451
finish | 58.39 | 0.3236 | 3.340 | 2363
cells by family (layout without fill, tap and decap cells):
group / after synthesis / in the layout
AND-OR/OR-AND: 17 / 17
XOR/XNOR: 139 / 139
adder cells (fa/ha/maj): 7 / 7
buffers and inverters: 41 / 71
flip-flops: 175 / 175
multiplexers: 2 / 2
AND/OR/NAND/NOR: 439 / 439
No activity file was given, so power comes from the tool's default toggle rates.
